==> flow/design.v <==
module alarm_clock_top(clock,
	               key,
		       reset,
		       time_button,
		       alarm_button,
		       fastwatch,
		       ms_hr,
		       ls_hr,
		       ms_min,
		       ls_min,
		       alarm_sound);
input [3:0]key;
input clock,reset,time_button,alarm_button,fastwatch;
output [7:0]ms_hr,ls_hr,ms_min,ls_min;
output alarm_sound;
wire one_minute,one_second,reset_count,load_new_a,show_a,show_new_time,load_new_c,shift;
wire [3:0]key_buffer_ls_min,key_buffer_ms_min,key_buffer_ls_hr,key_buffer_ms_hr,key;
wire [3:0]alarm_time_ms_hr,alarm_time_ls_hr,alarm_time_ms_min,alarm_time_ls_min;
wire [3:0]current_time_ms_hr,current_time_ls_hr,current_time_ms_min,current_time_ls_min;
time_generator tim_gen(clock,reset,reset_count,fastwatch,one_minute,one_second);
fsm fsm_dut(clock,
            reset,
            one_second,
            time_button,
            alarm_button,
            key,
            reset_count,
            load_new_a,
            show_a,
            show_new_time,              
            load_new_c,              
            shift);
counter counter_dut(clock,
	        reset,
		one_minute,
		load_new_c,
		key_buffer_ms_hr,
		key_buffer_ms_min,
		key_buffer_ls_hr,
		key_buffer_ls_min,
		current_time_ms_hr,
		current_time_ms_min,
		current_time_ls_hr,
		current_time_ls_min);
keyreg key_dut(reset,
              clock,
              shift,
              key,
              key_buffer_ls_min,
              key_buffer_ms_min,
              key_buffer_ls_hr,
              key_buffer_ms_hr);
alarm_reg alarm_dut(key_buffer_ms_hr,
              key_buffer_ls_hr,
              key_buffer_ms_min,
              key_buffer_ls_min,
              load_new_a,
              clock,
              reset,
              alarm_time_ms_hr,
              alarm_time_ls_hr,
              alarm_time_ms_min,
              alarm_time_ls_min );
lcd_driver_4 lcd( alarm_time_ms_hr,
                      alarm_time_ls_hr,
                      alarm_time_ms_min,
                      alarm_time_ls_min,
                      current_time_ms_hr,
                      current_time_ls_hr,
                      current_time_ms_min,
                      current_time_ls_min,
                      key_buffer_ms_hr,
                      key_buffer_ls_hr,
                      key_buffer_ms_min,
                      key_buffer_ls_min,
                      show_a,
                      show_new_time,
                      ms_hr,
                      ls_hr,
                      ms_min,
                      ls_min,
                      alarm_sound);
endmodule
module alarm_reg (new_alarm_ms_hr,
              new_alarm_ls_hr,
              new_alarm_ms_min,
              new_alarm_ls_min,
              load_new_a,
              clock,
              reset,
              alarm_time_ms_hr,
              alarm_time_ls_hr,
              alarm_time_ms_min,
              alarm_time_ls_min );
input clock,reset,load_new_a;
input [3:0]new_alarm_ms_hr,new_alarm_ls_hr,new_alarm_ms_min,new_alarm_ls_min;
output reg [3:0]alarm_time_ms_hr,alarm_time_ls_hr,alarm_time_ms_min,alarm_time_ls_min;
always @ (posedge clock or posedge reset)
begin
  if(reset)
    begin
    end
  else if(load_new_a)
    begin
      alarm_time_ms_hr<=new_alarm_ms_hr;
      alarm_time_ls_hr<=new_alarm_ls_hr;
      alarm_time_ms_min<=new_alarm_ms_min;
      alarm_time_ls_min<=new_alarm_ls_min;
    end
end
endmodule
module counter (clk,
	        reset,
		one_minute,
		load_new_c,
		new_current_time_ms_hr,
		new_current_time_ms_min,
		new_current_time_ls_hr,
		new_current_time_ls_min,
		current_time_ms_hr,
		current_time_ms_min,
		current_time_ls_hr,
		current_time_ls_min);
input clk,reset,one_minute,load_new_c;
input [3:0]new_current_time_ms_hr,new_current_time_ls_hr,new_current_time_ms_min,new_current_time_ls_min;
output reg [3:0]current_time_ms_hr,current_time_ls_hr,current_time_ms_min,current_time_ls_min;
always@( posedge clk or posedge reset)                                         
 begin              
 if(reset)
 begin
   current_time_ms_hr<=0;
   current_time_ls_hr<=0;
   current_time_ms_min<=0;
   current_time_ls_min<=0;
 end  
 else if(load_new_c)  begin
   current_time_ms_hr<=new_current_time_ms_hr;
   current_time_ls_hr<=new_current_time_ls_hr;
   current_time_ms_min<=new_current_time_ms_min;
   current_time_ls_min<=new_current_time_ls_min;
   end
 else if(one_minute==1)
   begin
     if(current_time_ms_hr==2 & current_time_ls_hr==3 & current_time_ms_min==5 & current_time_ls_min==9)
       begin
   current_time_ms_hr<=0;
   current_time_ls_hr<=0;
   current_time_ms_min<=0;
   current_time_ls_min<=0;
       end
   else if(current_time_ls_hr==9 & current_time_ms_min==5 & current_time_ls_min==9)
       begin
   current_time_ms_hr<=current_time_ms_hr+1;
   current_time_ls_hr<=0;
   current_time_ms_min<=0;
   current_time_ls_min<=0;
       end
    else if(current_time_ms_min==5 & current_time_ls_min==9)
       begin
   current_time_ls_hr<=current_time_ls_hr+1;
   current_time_ms_min<=0;
   current_time_ls_min<=0;
       end
  else if(current_time_ls_min==9)
    begin
      current_time_ls_min<=0;
      current_time_ms_min<=current_time_ms_min+1;
    end
  else
    current_time_ls_min<=current_time_ls_min+1'b1;
   end
    end
endmodule
module fsm (clock,
            reset,
            one_second,
            time_button,
            alarm_button,
            key,
            reset_count,
            load_new_a,
            show_a,
            show_new_time,              
            load_new_c,              
            shift);
input clock,reset,one_second,alarm_button,time_button;
input [3:0]key;
output reset_count,load_new_c,show_new_time,show_a,load_new_a,shift;
reg [2:0] ps,ns;
wire time_out;
reg [3:0] count1,count2;
parameter SHOW_TIME         = 3'b000;
parameter KEY_ENTRY         = 3'b001;
parameter KEY_STORED        = 3'b010; 
parameter SHOW_ALARM        = 3'b011;
parameter SET_ALARM_TIME    = 3'b100;
parameter SET_CURRENT_TIME  = 3'b101;
parameter KEY_WAITED        = 3'b110;
parameter NOKEY             = 10;
always @ (posedge clock or posedge reset)
begin
  if(reset) 
    count1=0;
  else if(ps!=KEY_ENTRY)
    count1=0;
    else if(count1=='d9)
      count1=0;
      else
        count1=count1+1;
end
always @ (posedge clock or posedge reset)
begin
  if(reset)
    count2=0;
  else if(ps!=KEY_WAITED)
    count2=0;
    else if(count2=='d9)
      count2=0;
      else count2=count2+1;
end
assign time_out=(count1=='d9)||(count2=='d9);
always @ (posedge clock or posedge reset) 
begin
    if(reset) ps<=0;
    else ps<=ns;
end
always @ (ps or key or alarm_button or time_button or time_out)
begin
  case(ps)
       SHOW_TIME  : begin
							         if(alarm_button)  ns<=SHOW_ALARM;
							           else if(key!=NOKEY)
							             ns<=KEY_STORED;
							             else
							               ns<=SHOW_TIME;
                    end
       KEY_STORED : ns<=KEY_WAITED;
       KEY_WAITED : begin
                    if(time_out==1)
                      ns<=SHOW_TIME;
                    else if(key==10)  ns<=KEY_ENTRY;
                      else ns<=KEY_WAITED;
	           end
       KEY_ENTRY  : begin
                        if(time_out==1) ns<=SHOW_TIME;
                          else if(key!=10)  ns<=  KEY_STORED;
                            else if(alarm_button) ns<=SET_ALARM_TIME;
                            else if(time_button)  ns<=SET_CURRENT_TIME;
                            else ns<=KEY_ENTRY;
                    end
      SHOW_ALARM  : begin
                      if(!alarm_button) ns<=SHOW_TIME;
                      else ns<=SHOW_ALARM;  	  
                    end
   SET_ALARM_TIME :  ns<=SHOW_TIME;
   SET_CURRENT_TIME : ns<=SHOW_TIME;
          default : ns = SHOW_TIME;
  endcase
end
assign reset_count=(ps==SET_CURRENT_TIME)?1:0;
assign load_new_c=(ps==SET_CURRENT_TIME)?1:0;
assign show_new_time=(ps==KEY_ENTRY || ps==KEY_STORED || ps==KEY_WAITED)?1:0;
assign show_a=(ps==SHOW_ALARM)?1:0;
assign load_new_a=(ps==SET_ALARM_TIME)?1:0;
assign shift=(ps==KEY_STORED)?1:0;
endmodule
module keyreg(reset,
              clock,
              shift,
              key,
              key_buffer_ls_min,
              key_buffer_ms_min,
              key_buffer_ls_hr,
              key_buffer_ms_hr);
input reset,clock,shift;
input [3:0]key;
output reg [3:0]key_buffer_ls_min;
 output reg [3:0]key_buffer_ms_min;
              output reg [3:0]key_buffer_ls_hr;
              output reg [3:0]key_buffer_ms_hr;
always @(posedge clock or posedge reset)
begin
    if(reset) begin
      key_buffer_ls_min<=0;
      key_buffer_ms_min<=0;
      key_buffer_ls_hr<=0;
      key_buffer_ms_hr<=0;
    end
    else if(shift)
      begin
      key_buffer_ls_min<=key;
      key_buffer_ms_min<=key_buffer_ls_min;
      key_buffer_ls_hr<=key_buffer_ms_min;
      key_buffer_ms_hr<=key_buffer_ls_hr;
        end
end
endmodule
module lcd_driver (alarm_time,
                   current_time,
                   show_a,
                   show_new_time,
                   key,
                   display_time,
                   sound_alarm);
input [3:0] key;
input [3:0]alarm_time;
input [3:0]current_time;
input show_a;
input show_new_time;
output reg [7:0]display_time;
output reg sound_alarm;
reg [3:0]display_value ;
parameter ZERO   = 8'h30;
parameter ONE    = 8'h31;
parameter TWO    = 8'h32;
parameter THREE  = 8'h33;
parameter FOUR   = 8'h34;
parameter FIVE   = 8'h35;
parameter SIX    = 8'h36;
parameter SEVEN  = 8'h37;
parameter EIGHT  = 8'h38;
parameter NINE   = 8'h39;
parameter ERROR  = 8'h3A;
always @ (alarm_time or current_time or show_a or show_new_time or key)
  begin
    if(show_new_time)
      begin
        sound_alarm<=0;
        display_value<=key;
      end
  else if(show_a)  begin
    sound_alarm<=0;
    display_value<=alarm_time;
 end
  else if(alarm_time==current_time)  begin
    sound_alarm<=1;
    display_value<=current_time;
  end
else begin
  sound_alarm<=0;
  display_value<=current_time;
  end
end
always @ (display_value)
  begin
    case (display_value)
          4'd0: display_time=ZERO;
          4'd1: display_time=ONE;
          4'd2: display_time=TWO;
          4'd3: display_time=THREE;
          4'd4: display_time=FOUR;
          4'd5: display_time=FIVE;
          4'd6: display_time=SIX;
          4'd7: display_time=SEVEN;
          4'd8: display_time=EIGHT;
          4'd9: display_time=NINE;
       default : display_time = ERROR;
    endcase
   end 
endmodule	    
module lcd_driver_4 ( alarm_time_ms_hr,
                      alarm_time_ls_hr,
                      alarm_time_ms_min,
                      alarm_time_ls_min,
                      current_time_ms_hr,
                      current_time_ls_hr,
                      current_time_ms_min,
                      current_time_ls_min,
                      key_ms_hr,
                      key_ls_hr,
                      key_ms_min,
                      key_ls_min,
                      show_a,
                      show_current_time,
                      display_ms_hr,
                      display_ls_hr,
                      display_ms_min,
                      display_ls_min,
                      sound_a);
input [3:0] alarm_time_ms_hr,
            alarm_time_ls_hr,
            alarm_time_ms_min,
            alarm_time_ls_min,
            current_time_ms_hr,
            current_time_ls_hr,
            current_time_ms_min,
            current_time_ls_min,
            key_ms_hr,
            key_ls_hr,
            key_ms_min,
            key_ls_min;
     input show_a,
            show_current_time;
      output sound_a;
      output [7:0]display_ms_hr,display_ls_hr,display_ms_min,display_ls_min;
wire sound_alarm1,sound_alarm2,sound_alarm3,sound_alarm4;
lcd_driver MS_HR (.alarm_time(alarm_time_ms_hr), 
                  .current_time(current_time_ms_hr),
                  .key(key_ms_hr),
                  .show_a(show_a),
                  .show_new_time(show_current_time),
                  .display_time(display_ms_hr),
                  .sound_alarm(sound_alarm1));
lcd_driver LS_HR (.alarm_time(alarm_time_ls_hr), 
                  .current_time(current_time_ls_hr),
                  .key(key_ls_hr),
                  .show_a(show_a),
                  .show_new_time(show_current_time),
                  .display_time(display_ls_hr),
                  .sound_alarm(sound_alarm2));
lcd_driver MS_MIN (.alarm_time(alarm_time_ms_min), 
                  .current_time(current_time_ms_min),
                  .key(key_ms_min),
                  .show_a(show_a),
                  .show_new_time(show_current_time),
                  .display_time(display_ms_min),
                  .sound_alarm(sound_alarm3));
lcd_driver LS_MIN (.alarm_time(alarm_time_ls_min), 
                  .current_time(current_time_ls_min),
                  .key(key_ls_min),
                  .show_a(show_a),
                  .show_new_time(show_current_time),
                  .display_time(display_ls_min),
                  .sound_alarm(sound_alarm4));
assign sound_a=sound_alarm1 & sound_alarm2 & sound_alarm3 & sound_alarm4;
endmodule
module time_generator(clk,reset,reset_count,fastwatch,one_minute,one_second);
  input clk,reset,fastwatch,reset_count;
  output reg one_minute,one_second;
  integer count1,count2;
  reg one_min_reg;
  always@(posedge clk or posedge reset)   
  begin
    if(reset)
      begin
        count1<=0;
        one_second<=0;
    end
  else if(reset_count)
    begin
        count1<=0;
        one_second<=0;
    end
    else if(count1=='d255)
      begin 
      one_second<=1;
      count1<=0;
      end
    else begin
      count1<=count1+1;
      one_second<=0;
    end
  end
always@(posedge clk or posedge reset)   
  begin
    if(reset)
      begin
        one_min_reg<=0;
      count2<=0;
   end
  else if(reset_count)
    begin
        count2<=0;
        one_min_reg<=0;
    end
    else if(count2=='d15359)
      begin
        count2<=0;
      one_min_reg<=1;
    end
    else 
      begin
      one_min_reg<=0;
      count2<=count2+1;
    end
  end
  always@(*)   
  begin
    if(fastwatch) one_minute=one_second;
  else one_minute=one_min_reg;    
  end
endmodule
==> flow/run.sh <==
#!/bin/bash
# OpenROAD 26Q1-2900-gdf79404cd8, Yosys 0.63+post, stock flow scripts
make -C /OpenROAD-flow-scripts/flow DESIGN_CONFIG=/design/flow/config.mk WORK_HOME=/design/flow/orfs finish
==> flow/config.mk <==
export PLATFORM = sky130hd
export DESIGN_NAME = alarm_clock_top
export DESIGN_NICKNAME = alarm_clock_top
export VERILOG_FILES = /design/flow/design.v
export SDC_FILE = /design/flow/constraint.sdc
export NUM_CORES = 4
export LEC_CHECK = 1
export CORE_UTILIZATION = 30
==> flow/constraint.sdc <==
current_design alarm_clock_top

set clk_period 7.1
set clk_io_pct 0.2

create_clock -name clk0 -period $clk_period [get_ports {clock}]

set non_clock_inputs [all_inputs -no_clocks]
set_input_delay [expr $clk_period * $clk_io_pct] -clock clk0 $non_clock_inputs
set_output_delay [expr $clk_period * $clk_io_pct] -clock clk0 [all_outputs]
==> metrics.txt <==
# HELP chip_impl_metric Yosys and OpenROAD flow results
# TYPE chip_impl_metric gauge
chip_impl_metric{name="synth_compound_gate_area_share",unit="%"} 6.83
chip_impl_metric{name="synth_warnings",unit=""} 6
chip_impl_metric{name="hold_slack",unit="ps"} 493
chip_impl_metric{name="antenna_left",unit=""} 0
chip_impl_metric{name="cts-htree-levels",unit=""} 4
chip_impl_metric{name="post_synth_edffs",unit=""} 16
chip_impl_metric{name="yosys-stat-area",unit="um^2"} 6940
chip_impl_metric{name="design.core.area",unit="um^2"} 22600
chip_impl_info{name="area_leaders",value="sky130_fd_sc_hd__dfrtp_1 (40%), sky130_fd_sc_hd__edfxtp_1 (6.9%), sky130_fd_sc_hd__xor2_1 (6.1%)"} 1
chip_impl_metric{name="max-cap-violations",unit=""} 0
chip_impl_metric{name="syn-cell-area",unit="um^2"} 6940
chip_impl_metric{name="insertedDiodeCount",unit=""} 0
chip_impl_info{name="biggestRegsByFlops",value="tim_gen.count1 (32), tim_gen.count2 (32), fsm_dut.ps (7)"} 1
chip_impl_info{name="topCombFamilyByArea",value="simple AND/OR/NAND/NOR gates"} 1
chip_impl_metric{name="cts_hold_buf",unit=""} 0
chip_impl_info{name="rsz0062_at_grt",value="false"} 1
chip_impl_metric{name="xor_share",unit="%"} 9.96
chip_impl_metric{name="fmax",unit="MHz"} 228
chip_impl_metric{name="router_iterations_before_antenna_repair",unit=""} 5
chip_impl_info{name="ys_dominant_reg_cell",value="sky130_fd_sc_hd__dfrtp_1"} 1
chip_impl_metric{name="synth-seq-area-share",unit="%"} 47.7
chip_impl_metric{name="finalClockPeriodUsage",unit="%"} 61.7
chip_impl_metric{name="power.static_leakage",unit="nW"} 3.43
chip_impl_metric{name="synth-async-reset-ratio",unit="%"} 87.6
chip_impl_metric{name="peakVddDrop",unit="mV"} 0.153
chip_impl_metric{name="postSynthAreaPerCell",unit="um^2"} 9.98
chip_impl_metric{name="tritoncts_num_sinks",unit=""} 129
chip_impl_metric{name="worst_ep_required_time",unit="ps"} 5680
chip_impl_metric{name="post_synthesis_adder_cell_area_fraction",unit="%"} 2.52
chip_impl_metric{name="num_vias",unit=""} 4968
chip_impl_info{name="commonest_cells_post_synth",value="sky130_fd_sc_hd__dfrtp_1 (112), sky130_fd_sc_hd__nor2_1 (102), sky130_fd_sc_hd__xor2_1 (48)"} 1
chip_impl_metric{name="synthDistinctLibCells",unit=""} 59
chip_impl_metric{name="buffer_levels_on_the_longest_clock_path",unit=""} 2
chip_impl_metric{name="place_hpwl",unit="um"} 9240
chip_impl_metric{name="filler_cell_count",unit=""} 2195
chip_impl_metric{name="grt_overflow",unit=""} 0
chip_impl_metric{name="insertion_delay",unit="ps"} 420
chip_impl_metric{name="gr-usage-all-layers",unit="%"} 12.7
chip_impl_metric{name="share_of_final_layout_standard_cells_stronger_than_drive_strength_1",unit="%"} 10.1
chip_impl_metric{name="dpl_cell_area",unit="um^2"} 7400
chip_impl_metric{name="area.growth.synth_to_final",unit="%"} 16.5
chip_impl_metric{name="hold_viol_final",unit=""} 0
chip_impl_info{name="cts_tree",value="yes"} 1
chip_impl_metric{name="initCoreUtil",unit="%"} 30.7
chip_impl_metric{name="netlist.area_leader.share",unit="%"} 40.4
chip_impl_metric{name="synth.cellmix.simpleShare",unit="%"} 22.6
chip_impl_metric{name="layout_min_cycle_time",unit="ps"} 4380
chip_impl_metric{name="layout.cell_area.non_filler",unit="um^2"} 8090
chip_impl_metric{name="openroad.warnings",unit=""} 31
chip_impl_metric{name="post-cts-setup-buffer-count",unit=""} 0
chip_impl_metric{name="clk_transition_reported_paths",unit="ps"} 60
chip_impl_metric{name="grt_antenna_before_repair",unit=""} 0
chip_impl_metric{name="port-buffer-count",unit=""} 25
chip_impl_metric{name="finalSetupViolations",unit=""} 0
chip_impl_metric{name="grt_max_degree",unit=""} 49
chip_impl_metric{name="final.setup_skew",unit="ps"} 11.8
chip_impl_metric{name="syn-instance-count",unit=""} 696
chip_impl_metric{name="crit_fanout",unit=""} 33
chip_impl_info{name="timing.critical_path.to_type",value="primary output"} 1
chip_impl_metric{name="first_iter_violations",unit=""} 373
chip_impl_metric{name="worst_pin_slew",unit="ps"} 824
chip_impl_metric{name="synth-cells-yosys",unit=""} 696
chip_impl_metric{name="drc",unit=""} 0
chip_impl_metric{name="die_h",unit="um"} 154
chip_impl_metric{name="detail_route.vias_per_cell",unit=""} 4.89
chip_impl_metric{name="detail_route.wirelength",unit="um"} 13800
chip_impl_metric{name="yosys-mux-area-fraction",unit="%"} 5.39
chip_impl_metric{name="chipWidth",unit="um"} 154
chip_impl_metric{name="boundaryPins",unit=""} 42
chip_impl_metric{name="pwr_density_cell",unit="nW/um^2"} 306
chip_impl_metric{name="reg2reg_setup_slack",unit="ps"} 4650
chip_impl_metric{name="report.final.slew_viol_count",unit=""} 0
chip_impl_metric{name="grt_pass1_vias",unit=""} 4761
chip_impl_info{name="status",value="complete, no violations"} 1
chip_impl_info{name="ctsRootBufferMaster",value="sky130_fd_sc_hd__clkbuf_16"} 1
chip_impl_metric{name="chip_area",unit="um^2"} 23800
chip_impl_metric{name="routabilityCongestion",unit=""} 0.848
chip_impl_metric{name="detail_route.wl_per_cell",unit="um"} 13.6
chip_impl_metric{name="placementRows",unit=""} 55
chip_impl_metric{name="max_slew_margin",unit="%"} 44.9
chip_impl_metric{name="synth-seq-cells",unit=""} 129
chip_impl_info{name="yosys.cell_count.top_type",value="sky130_fd_sc_hd__dfrtp_1"} 1
chip_impl_metric{name="timing.critical_path.arrival",unit="ps"} 2960
chip_impl_info{name="crit_start_category",value="flop"} 1
chip_impl_info{name="path_type_of_the_worst_setup_path",value="flop to primary output"} 1
chip_impl_metric{name="total_power",unit="W"} 0.00247
chip_impl_info{name="synth_area_leader_cell",value="sky130_fd_sc_hd__dfrtp_1"} 1
chip_impl_metric{name="grt_pass1_wl",unit="um"} 24200
chip_impl_metric{name="cts_repair_resize_count",unit=""} 0
chip_impl_metric{name="cts-buffers-inserted",unit=""} 17
chip_impl_metric{name="setup-tns-final",unit="ps"} 0
chip_impl_info{name="class_of_the_tightest_hold_or_removal_check",value="flop to flop"} 1
cells in the final DEF, fill, tap and decap left out, types with 7 or more instances in the layout:
cell type,netlist,routed
sky130_fd_sc_hd__mux2i_1,16,16
sky130_fd_sc_hd__a21oi_1,17,17
sky130_fd_sc_hd__conb_1,2,16
sky130_fd_sc_hd__dfrtp_1,112,112
sky130_fd_sc_hd__nor3_1,12,12
sky130_fd_sc_hd__ha_1,14,14
sky130_fd_sc_hd__inv_1,22,21
sky130_fd_sc_hd__nand4_1,30,30
sky130_fd_sc_hd__nand2_1,42,42
sky130_fd_sc_hd__edfxtp_1,16,16
sky130_fd_sc_hd__nand3b_1,7,7
sky130_fd_sc_hd__bufinv_16,0,7
sky130_fd_sc_hd__clkdlybuf4s50_1,0,25
sky130_fd_sc_hd__nand3_1,29,29
sky130_fd_sc_hd__xor2_1,48,48
sky130_fd_sc_hd__nor4_1,28,28
sky130_fd_sc_hd__clkbuf_16,0,17
sky130_fd_sc_hd__mux2_2,19,19
sky130_fd_sc_hd__and3_1,9,9
sky130_fd_sc_hd__o21ai_0,27,27
sky130_fd_sc_hd__xnor2_1,31,31
sky130_fd_sc_hd__nor2_1,102,102
report_power, final:
group / leakage, nW / total [W] / switching, W / internal [W]
Combinational: 1.48 / 0.000449 / 0.000198 / 0.000251
Sequential: 1.61 / 0.00100 / 0.000135 / 0.000866
Clock: 0.338 / 0.00102 / 0.000311 / 0.000712
Total: 3.43 / 0.00247 / 0.000645 / 0.00183
worst max-delay path, cell delays in order, from the launching register on:
cell and delay [ps]:
sky130_fd_sc_hd__dfrtp_1 840, sky130_fd_sc_hd__nor3_4 70, sky130_fd_sc_hd__buf_4 250, sky130_fd_sc_hd__o21ai_0 350
sky130_fd_sc_hd__a21oi_1 120, sky130_fd_sc_hd__a211oi_1 360, sky130_fd_sc_hd__clkdlybuf4s50_1 550
area by class of cell:
class	instances	area [um^2]	share of cell area [%]
Multi-Input combinational cell	516	3350	41.4
Sequential cell	129	3310	40.9
Clock buffer	22	464	5.74
Tap cell	285	357	4.41
Timing Repair Buffer	31	295	3.65
Clock inverter	10	229	2.83
Inverter	22	85.1	1.05
layer usage:
metal  track usage, %  share of wire (%)  vias to the layer above
met5                0                  0                        -
met4             1.62                1.2                        0
li1                 -                  -                     2463
met2             18.8                 44                       89
met3             2.50                3.5                       11
met1             20.3                 51                     2405
path summary, 6_finish.rpt:
check / start / end / depth (start not counted)
worst max register to register: tim_gen.count2[0] / tim_gen.count2[18] / 6
worst min-delay path: fsm_dut.count2[0] / fsm_dut.count2[0] / 1
worst min register to register: fsm_dut.count2[0] / fsm_dut.count2[0] / 1
min in group asynchronous: reset / counter_dut.current_time_ls_min[3] / 2
worst max-delay path: fsm_dut.ps[2] / ms_min[0] / 6
max in group asynchronous: reset / tim_gen.count1[3] / 3
cells by family after synthesis:
family / after synthesis
simple gates: 297
buf+inv: 65
compound gates: 75
xor+xnor: 79
flops: 129
other cells: 2
mux: 35
fa+ha+maj: 14
stage by stage:
stage                     utilization, %  setup WS [ps]  instances
final                               35.7           2720       1015
after floorplan                        -           2690        710
after detailed placement            32.7           3050        983
after global placement              32.7           3070        983
after global routing                35.7           2390       1015
after CTS                           35.7           2600       1015
Power and IR drop assume default switching activity.
